===== ./run.sh =====
#!/bin/bash
# OpenROAD 26Q1-2900-gdf79404cd8, Yosys 0.63+post, stock flow scripts
make -C /OpenROAD-flow-scripts/flow DESIGN_CONFIG=/design/flow/config.mk WORK_HOME=/design/flow/orfs finish

===== ./config.mk =====
export PLATFORM = sky130hd
export DESIGN_NAME = high_project
export DESIGN_NICKNAME = high_project
export VERILOG_FILES = /design/flow/design.v
export SDC_FILE = /design/flow/constraint.sdc
export NUM_CORES = 4
export LEC_CHECK = 1
export CORE_UTILIZATION = 40

===== ./constraint.sdc =====
current_design high_project

set clk_period 3.3
set clk_io_pct 0.2

create_clock -name clk0 -period $clk_period [get_ports {clk}]

set non_clock_inputs [all_inputs -no_clocks]
set_input_delay [expr $clk_period * $clk_io_pct] -clock clk0 $non_clock_inputs
set_output_delay [expr $clk_period * $clk_io_pct] -clock clk0 [all_outputs]

===== ./design.v =====
module Up_Down(Up, Down, clk);
  input Up, Down;
  output clk;
  assign clk = ~Up | ~Down;
endmodule
module Up_Down_Counter(clk, reset, up, down, count, leds);
  input clk, reset, up, down;
  output [2:0] count;   
  output leds;
  reg [2:0] count;     
  reg leds;
  always @(posedge clk or posedge reset)
  begin
    if(reset)  
      begin
        count <= 0;
        leds = 0;
      end
     else
       begin
         if(~up)
           begin
             if(count == 7)
               leds = 1;         
             else
               begin
                 count <= count + 1'b1;   
                 leds = 0;
               end
           end
         else if(~down)
           begin
             if(count == 0)
               leds = 1;        
             else
               begin
                 count <= count - 1'b1;      
                 leds = 0;
               end
           end
       end
  end
endmodule
module clock_divider (clk, reset, CLK0_01Hz);
  input clk, reset;
  output CLK0_01Hz;
  reg CLK0_01Hz;
  reg [17:0] count;  
  always @(posedge clk or posedge reset)
     begin
      if(reset)  
          begin
              count <= 0;
              CLK0_01Hz <= 0;
           end
       else
          begin
              if(count < 250_000)
                      count <= count + 1;     
              else
                 begin
                    CLK0_01Hz <= ~CLK0_01Hz;    
                     count <=0;
                end   
           end
     end
  endmodule
module concatination (Tcount, Pcount, index_rom);
  input [1:0]Tcount;
  input [2:0]Pcount;
  output [4:0]index_rom;
  assign index_rom = {Tcount, Pcount};
endmodule
module decoder_7seg (B, C, D, led_a, led_b, led_c,
                     led_d, led_e, led_f, led_g);
	input B, C, D;   
	output led_a, led_b, led_c, led_d, led_e, led_f, led_g;
	assign led_a = ~(C | B&D | ~B&~D);
	assign led_b = ~(~B | ~C&~D | C&D);
	assign led_c = ~(B | ~C | D);
	assign led_d = ~(~B&~D | C&~D | B&~C&D | ~B&C);
	assign led_e = ~(~B&~D | C&~D);
	assign led_f = ~(~C&~D | B&~C | B&~D);
	assign led_g = ~(B&~C | ~B&C | C&~D);
endmodule
module flag (B, C, D, led_a, led_b, led_c, led_d, led_e, led_f, led_g);
   input B, C, D;    
	output led_a, led_b, led_c, led_d, led_e, led_f, led_g;
	assign led_a = ~(B&C&D | ~B&~C&~D);
	assign led_b = 1;
	assign led_c = 1;
	assign led_d = ~(~B&~C&~D);
	assign led_e = ~(B&C&D | ~B&~C&~D);
	assign led_f = ~(B&C&D | ~B&~C&~D);
	assign led_g = ~(B&C&D | ~B&~C&~D);
endmodule
module flip_flop(clk, reset, D, Q);
  input clk, reset, D;
  output Q;
  reg Q;
  always @(posedge clk or posedge reset)
  begin
    if(reset)
      Q <= 1'b0;
    else
      Q <= D;
    end
  endmodule
module high_project (clk, reset, push_up, push_down, Tcount, segment_Pcount, segment_flag, leds, rom_leds1, rom_leds2, Tcount_7seg);
  input clk , reset, push_up, push_down;
  input [1:0]Tcount;
  output [6:0]segment_Pcount, segment_flag, rom_leds1, rom_leds2, Tcount_7seg;
  output [9:0]leds;
  wire clk0_01Hz, Q_up, Q_down, UP, Y;
  wire [2:0] count_wire;
  wire [4:0]index_rom, Wtime;
  clock_divider clock_div(clk, reset, clk0_01Hz);
  flip_flop ff1(clk0_01Hz, reset, push_up, Q_up);
  flip_flop ff2(clk0_01Hz, reset, push_down, Q_down);
  Up_Down Up_Down(Q_up, Q_down, UP);
  Up_Down_Counter Counter(UP, reset, push_up, push_down ,count_wire, Y);
  decoder_7seg decoder_7seg(count_wire[2], count_wire[1], count_wire[0], segment_Pcount[6], segment_Pcount[5], segment_Pcount[4], segment_Pcount[3]
                            ,segment_Pcount[2], segment_Pcount[1], segment_Pcount[0]);
  flag flag(count_wire[2], count_wire[1], count_wire[0], segment_flag[6], segment_flag[5], segment_flag[4], segment_flag[3]
            ,segment_flag[2], segment_flag[1], segment_flag[0]);
  leds_alarm led (Y, leds[9], leds[8], leds[7], leds[6], leds[5], leds[4], leds[3], leds[2], leds[1], leds[0]);
  concatination con(Tcount, count_wire, index_rom);
  rom rom(index_rom, Wtime);
  wire [3:0] digit1 = Wtime % 10;
  wire [3:0] digit2 = Wtime / 10;
  sevenSegments d1(digit1[3], digit1[2], digit1[1], digit1[0],
              rom_leds1[6], rom_leds1[5], rom_leds1[4], rom_leds1[3], rom_leds1[2], rom_leds1[1], rom_leds1[0]);
  sevenSegments d2(digit2[3], digit2[2], digit2[1], digit2[0],
              rom_leds2[6], rom_leds2[5], rom_leds2[4], rom_leds2[3], rom_leds2[2], rom_leds2[1], rom_leds2[0]);
  sevenSegments display_Tcount(0, 0, Tcount[1], Tcount[0],
                 Tcount_7seg[6], Tcount_7seg[5], Tcount_7seg[4], Tcount_7seg[3], Tcount_7seg[2], Tcount_7seg[1], Tcount_7seg[0]);
endmodule
module leds_alarm (Y, led_a, led_b, led_c, led_d, led_e, led_f, led_g, led_h, led_i, led_j);
  input Y;
  output led_a, led_b, led_c, led_d, led_e, led_f, led_g, led_h, led_i, led_j;
   assign led_a = Y;
   assign led_b = Y;
   assign led_c = Y;
   assign led_d = Y;
   assign led_e = Y;
   assign led_f = Y;
   assign led_g = Y;
   assign led_h = Y;
   assign led_i = Y;
   assign led_j = Y;
endmodule
module rom(index_rom, Wtime);
  input [4:0]index_rom;
  output [4:0]Wtime;
  reg [4:0]Wtime;
  always @(index_rom)
  begin
    case(index_rom)
      5'b01001: Wtime = 5'b00011;  
      5'b10001: Wtime = 5'b00011;  
      5'b11001: Wtime = 5'b00011;  
      5'b01010: Wtime = 5'b00110;  
      5'b10010: Wtime = 5'b00100;  
      5'b11010: Wtime = 5'b00100;  
      5'b01011: Wtime = 5'b01001;  
      5'b10011: Wtime = 5'b00110;  
      5'b11011: Wtime = 5'b00101;  
      5'b01100: Wtime = 5'b01100;  
      5'b10100: Wtime = 5'b00111;  
      5'b11100: Wtime = 5'b00110;  
      5'b01101: Wtime = 5'b01111;  
      5'b10101: Wtime = 5'b01001;  
      5'b11101: Wtime = 5'b00111;  
      5'b01110: Wtime = 5'b10010;  
      5'b10110: Wtime = 5'b01010;  
      5'b11110: Wtime = 5'b01000;  
      5'b01111: Wtime = 5'b10101;  
      5'b10111: Wtime = 5'b01100;  
      5'b11111: Wtime = 5'b01001;  
      default: Wtime = 5'b000000;  
    endcase
  end
endmodule
module sevenSegments (A, B, C, D, led_a, led_b, led_c,
                     led_d, led_e, led_f, led_g);
	input A, B, C, D;
	output led_a, led_b, led_c, led_d, led_e, led_f, led_g;
	assign led_a = ~(A | C | B&D | ~B&~D);
	assign led_b = ~(~B | ~C&~D | C&D);
	assign led_c = ~(B | ~C | D);
	assign led_d = ~(~B&~D | C&~D | B&~C&D | ~B&C |A);
	assign led_e = ~(~B&~D | C&~D);
	assign led_f = ~(A | ~C&~D | B&~C | B&~D);
	assign led_g = ~(A | B&~C | ~B&C | C&~D);
endmodule

==> job_summary.md <==
### Flow metrics

| Metric | Value |
|---|---|
| CP Max Fanout | 4 |
| Total CTS buffers | 3 |
| First-iteration detailed-routing DRC count | 74 |
| CP Launch Type | input port |
| # IOs | around 51 |
| Clock skew | approximately 4.2 ps |
| Logic gate share of total power | 0.232 |
| Final setup violation count | 2 |
| Number of port buffers | roughly 46 |
| CTS tree | yes |
| Wire length on met3 | roughly 120 um |
| Reg area | ~630 um2 |
| Post-synthesis instance area | 2330 um2 |
| Total track usage | 0.154 |
| Placed Cells | 365 |
| Failing checks | setup timing |
| Vias in the first global route | 1669 |
| Asr flop ratio synth | 1.00 |
| Fin cells | between 300 and 400 |
| Hold-fix buffers, CTS | 0 |
| Setup Slack @ Placement | -841 ps |
| Antenna violations before repair | 0 |
| Post-DRT Antenna Nets | 0 |
| Final WL | approximately 4.7 mm |
| Leakage power total | 1.36 nW |
| Part of the power in registers | 0.453 |
| Endpoints left unconstrained | 28 |
| Met1 WL | roughly 2.4 mm |
| DP HPWL | 3.41 mm |
| Post-route cell area | roughly 2900 um2 |
| Flops after synth | 25 |
| Via density | 4.92 |
| Hold Crit Class | flip-flop to flip-flop |
| Die Height | about 80 um |
| # DRC | 0 |
| Critical path class | input port to primary output |
| Status | complete, but fails checks |
| Synth-to-Final Area Change | 24.7% |
| Clock transition at path regs | 70 ps |
| Final Max Slew Viols | 0 |
| Register pins left without a clock | 6 |
| Final Hold Fails | 0 |
| Crit path arrival time | around 2700 ps |
| GRT Residual Overflow | 0 |
| FP Core Util | 0.418 |
| Die W | roughly 78 um |
| Placed cell areas | approximately 2700 um2 |
| Die area | roughly 6100 um2 |
| WL per Instance | roughly 12 um |
| ANT cells | 0 |
| YS warnings | 6 |
| Internal Power | just under 0.0004 W |
| Fmax | around 300 MHz |
| Max Buffers Root-to-Sink | 2 |
| Largest net degree at the start of global routing | 21 |
| Site Rows | 27 |
| Min Tclk post-route | roughly 3400 ps |
| Switching Power | about 0.00013 W |
| PwrDens | between 150 and 200 nW/um2 |
| CP required | around 2600 ps |
| Htree depth | 1 |
| Max Cap Viol | 0 |
| Tool warnings | 37 |
| Global-route wire length before repair | approximately 7.6 mm |
| # Cells Yosys | between 200 and 300 |
| Layout cells sized above 1 | 0.242 |
| Crit. End Element | primary output |
| Slew @ Worst Pin | between 700 and 800 ps |
| Slew HR | 0.512 |
| Synth Instances | 276 |
| Sw frac | 0.253 |
| Clock power frac | 0.315 |
| Distinct cells, synth | ~56 |
| RSZ-0062 raised after global routing | true |
| Via count | between 1500 and 2000 |
| Ys flop type | dfrtp_1 |
| CORE AREA | between 5000 and 6000 um2 |
| Seq share, synth | 0.268 |
| First-pass DRT Iterations | 4 |
| Final period util | 1.02 |
| Avg Inst Size Synth | 8.45 um2 |
| Routability cong. | 0.918 |
| Tally of filler cells in the layout | slightly above 500 |
| Post-route setup slack | -56.3 ps |
| Post-synth EDFFs | 0 |
| Synthesis area per yosys | around 2300 um2 |
| Top sig layer | met4 |
| Comb area | 1420 um2 |
| Latency at later pin | ~260 ps |
| Worst VDD drop | 207 uV |
| Met2 wire length | around 2.1 mm |
| Clock Tree Root | clkbuf_8 |
## power by group through the flow
stage                 clock, W  sequential (W)  combinational [W]
final                 0.000162        0.000233           0.000120
after global routing  0.000178        0.000233           0.000132
after CTS             0.000170        0.000233           0.000114
## stage by stage
step | hold slack [ps] | utilization | setup TNS [ps] | power, W
6_report | 483 | 0.521 | -70.3 | 0.000515
5_1_grt | 529 | 0.521 | -400 | 0.000543
4_1_cts | 489 | 0.509 | -244 | 0.000517
3_5_place_dp | 475 | 0.481 | -6860 | 0.000347
3_3_place_gp | 470 | 0.481 | -6650 | 0.000348
2_1_floorplan | 454 | - | 0 | 0.000313
## per-layer routing
metal / vias up / global-route usage
met2: 32 / 0.250
met5: - / 0
met4: 0 / 0.0185
met3: 6 / 0.00945
li1: 951 / -
met1: 852 / 0.238
## cells in the mapped netlist, drive strengths merged, types with 2 or more instances
cell type	instances	area share
conb	2	0.0032
inv	8	0.013
and4	3	0.011
and2	4	0.011
nand2	18	0.030
o21ai	11	0.024
xor2	12	0.045
or3	4	0.013
nor3	6	0.013
buf	54	0.17
a21oi	10	0.023
xnor2	8	0.030
o22ai	2	0.0054
dfrtp	25	0.27
nand3	12	0.026
nand2b	6	0.016
a31oi	4	0.013
a31o	2	0.0075
or2	2	0.0054
ha	15	0.081
o211ai	2	0.0064
o31ai	3	0.012
clkbuf	3	0.0048
and3b	2	0.0075
nand4	2	0.0054
a32oi	2	0.0075
nor2b	10	0.030
a22o	2	0.0075
and3	2	0.0054
nor2	24	0.039
## sequential cells by signal, indices dropped and copies added, names as in the netlist
name / cells
Counter.count: 3
Counter.leds: 1
clock_div.CLK0_01Hz: 1
clock_div.count: 18
ff1.Q: 1
ff2.Q: 1
## final cells by class
cell class | count | share of cell area
clock buffers | 3 | 0.0142
clock inverters | 1 | 0.00258
inverters | 8 | 0.0103
multi-input cells | 188 | 0.487
flip-flops and latches | 25 | 0.215
well taps | 72 | 0.0310
repair buffers | 77 | 0.239
## cell families (layout without fill, tap and decap cells)
kind of cell,count (synthesis),count (layout),synth area share
adders and majority gates,16,16,0.0891
DFF,25,25,0.268
other,2,4,0.00322
AOI/OAI and AO/OA,51,51,0.156
xor gates and xnor gates,20,20,0.0751
buffers and inverters,65,89,0.191
and+or+nand+nor,97,97,0.218
## worst max-delay path: stages
cell and delay (ps):
buf_8 110, o21ai_4 120, nand2_2 90, a21oi_2 160
o21ai_2 80, ha_4 260, nand2b_4 150, a21oi_2 40
a311o_2 410, buf_4 160, xnor2_1 110, o31ai_1 220
clkbuf_2 120
## cells in the final DEF, fill, tap and decap left out, types with 2 or more instances in the layout
cell and instances:
o21ai_0 6, xnor2_1 7, clkdlybuf4s50_1 35, buf_6 4, and2_1 4, o22ai_2 2
nor2_1 24, nand2_1 14, dlygate4sd2_1 2, nand2b_1 5, nand3_1 12, nand2_2 4
ha_1 14, a31oi_1 2, a22o_1 2, a31oi_2 2, clkbuf_8 3, and3_1 2
buf_4 28, nor3_1 4, and4_1 3, o21ai_2 3, dfrtp_1 25, conb_1 4
a21oi_2 4, clkbuf_2 4, inv_1 7, a21oi_1 6, o31ai_1 2, or2_2 2
nor2b_1 9, or3_1 3, xor2_1 12, and3b_1 2, o211ai_1 2, nand4_1 2
dlymetal6s2s_1 3
## final timing paths
| check | startpoint | to | slack [ps] | depth (start not counted) |
|---|---|---|---|---|
| max in group asynchronous | reset | clock_div.count[12] | 1900 | 3 |
| min in group asynchronous | reset | clock_div.CLK0_01Hz | 820 | 2 |
| worst min-delay path | clock_div.CLK0_01Hz | clock_div.CLK0_01Hz | 480 | 1 |
| worst max register to register | clock_div.count[6] | clock_div.CLK0_01Hz | 1550 | 5 |
| worst min register to register | clock_div.CLK0_01Hz | clock_div.CLK0_01Hz | 480 | 1 |
| worst max-delay path | Tcount[0] | rom_leds1[5] | -60 | 13 |
## timing repair
item	in CTS	in global routing
pin swaps	15	10
endpoints found under the setup margin	12	10
buffers inserted	4	1
resized	38	22
Power figures rest on the tool's default switching activity, not on a simulated workload.
